<file path="flow/config.mk">
export PLATFORM = sky130hd
export DESIGN_NAME = arbiter
export DESIGN_NICKNAME = arbiter
export VERILOG_FILES = /design/flow/design.v
export SDC_FILE = /design/flow/constraint.sdc
export NUM_CORES = 4
export LEC_CHECK = 1
export CORE_AREA = 10 10 70 70
export DIE_AREA = 0 0 80 80
</file>
<file path="flow/constraint.sdc">
current_design arbiter

set clk_period 1.5
set clk_io_pct 0.2

create_clock -name clk0 -period $clk_period [get_ports {clk}]

set non_clock_inputs [all_inputs -no_clocks]
set_input_delay [expr $clk_period * $clk_io_pct] -clock clk0 $non_clock_inputs
set_output_delay [expr $clk_period * $clk_io_pct] -clock clk0 [all_outputs]
</file>
<file path="flow/design.v">
module arbiter(
            clk,
            rstb,
            request0, request1, request2, request3,
            end_transaction0, end_transaction1,
            end_transaction2, end_transaction3,
            grant0, grant1, grant2, grant3);
input                  clk;
input                  rstb;
input                  request0; 
input                  request1;
input                  request2;
input                  request3;
input                  end_transaction0; 
input                  end_transaction1;
input                  end_transaction2;
input                  end_transaction3;
output                 grant0; 
output                 grant1; 
output                 grant2; 
output                 grant3; 
 localparam             IDLE = 3'd0,
                        GNT0 = 3'd1,
                        GNT1 = 3'd2,
                        GNT2 = 3'd3,
                        GNT3 = 3'd4;
 reg [2:0]          arb_state, arb_state_nxt;
 reg [3:0]          grant, grant_nxt;
 reg [3:0]          serv_history, serv_history_nxt;
 wire               grant0, grant1, grant2, grant3;
 assign {grant0, grant1, grant2, grant3} = grant;
 always @(posedge clk or negedge rstb)
    begin
    if (!rstb)
        begin
            arb_state <= IDLE;
            grant <= 'd0;
            serv_history <= 4'b1000;
        end
    else
        begin
            arb_state <= arb_state_nxt;
            grant <= grant_nxt;
            serv_history <= serv_history_nxt;
        end
    end
always@(*)  
    begin
        arb_state_nxt = arb_state;
        grant_nxt = grant;
        serv_history_nxt = serv_history;
        case(arb_state)
            IDLE:begin
                case(1'b1)
                serv_history[3]:begin
                    if (request0) begin
                        arb_state_next = GNT0;
                        grant_nxt = 4'b0001;
                    end
                    else if (request1) begin
                        arb_state_next = GNT1;
                        grant_nxt = 4'b0010;
                    end
                    else if (request2) begin
                        arb_state_next = GNT2;
                        grant_nxt = 4'b0100;
                    end
                    else if (request3) begin
                        arb_state_next = GNT3;
                        grant_nxt = 4'b1000;
                    end
                end
                serv_history[0]:begin
                    if (request1) begin
                        arb_state_next = GNT1;
                        grant_nxt = 4'b0010;
                    end
                    else if (request2) begin
                        arb_state_next = GNT2;
                        grant_nxt = 4'b0100;
                    end
                    else if (request3) begin
                        arb_state_next = GNT3;
                        grant_nxt = 4'b1000;
                    end
                    else if (request0) begin
                        arb_state_next = GNT0;
                        grant_nxt = 4'b0001;
                    end
                end
                serv_history[1]:begin
                    if (request2) begin
                        arb_state_next = GNT2;
                        grant_nxt = 4'b0100;
                    end
                    else if (request3) begin
                        arb_state_next = GNT3;
                        grant_nxt = 4'b1000;
                    end
                    else if (request0) begin
                        arb_state_next = GNT0;
                        grant_nxt = 4'b0001;
                    end
                    else if (request1) begin
                        arb_state_next = GNT1;
                        grant_nxt = 4'b0010;
                    end
                end
                serv_history[2]:begin                            
                   if (request3) begin
                        arb_state_next = GNT3;
                        grant_nxt = 4'b1000;
                    end
                    else if (request0) begin
                        arb_state_next = GNT0;
                        grant_nxt = 4'b0001;
                    end
                    else if (request1) begin
                        arb_state_next = GNT1;
                        grant_nxt = 4'b0010;
                    end
                    else if (request2) begin
                        arb_state_next = GNT2;
                        grant_nxt = 4'b0100;
                    end
                end
                default: begin end
                endcase
            end
            GNT0: begin
                if (end_transaction0) begin
                    arb_state_nxt = IDLE;
                    grant_nxt = 'd0;
                    serv_history_nxt = 4'b0001;
                end
            end
            GNT1: begin
                if (end_transaction1) begin
                    arb_state_nxt = IDLE;
                    grant_nxt = 'd0;
                    serv_history_nxt = 4'b0010;
                end
            end
            GNT2: begin
                if (end_transaction2) begin
                    arb_state_nxt = IDLE;
                    grant_nxt = 'd0;
                    serv_history_nxt = 4'b0100;
                end
            end
            GNT3: begin
                if (end_transaction3) begin
                    arb_state_nxt = IDLE;
                    grant_nxt = 'd0;
                    serv_history_nxt = 4'b1000;
                end
            end 
            default: begin end
            endcase
        end
endmodule
</file>
<file path="flow/run.sh">
#!/bin/bash
# OpenROAD 26Q1-2900-gdf79404cd8, Yosys 0.63+post, stock flow scripts
make -C /OpenROAD-flow-scripts/flow DESIGN_CONFIG=/design/flow/config.mk WORK_HOME=/design/flow/orfs finish
</file>
==> flow_summary.json <==
{
  "met2RoutedLength_um": 137,
  "seq_area_frac_synth": 0.635,
  "floorplanUtilization": 0.0462,
  "timing.critical_path.max_delay_family": "buffers and inverters",
  "synth.yosys.chip_area_um2": 158,
  "port-buffer-count": 9,
  "dpl-instance-area_um2": 305,
  "clockBufferDepth": 2,
  "fraction_of_layout_instances_using_a_drive_strength_above_1": 0.154,
  "largest_register_ff_count": 4,
  "syn_area_per_cell_um2": 11.3,
  "power-per-cell-area_nw_per_um2": 868,
  "synth_area_leader_cell": "dfrtp_1",
  "drt-initial-drc-count": 14,
  "critical_path_arrival_ns": 1.04,
  "postCtsResizedCells": 0,
  "fp.coreArea_um2": 3420,
  "first_global_vias": 174,
  "area_growth_pct": 110,
  "drc": 0,
  "grt.overflow.total": 0,
  "route.met3.wl_um": 135,
  "route.detailed.vias_per_inst": 2.04,
  "critical_path.startpoint_type": "register",
  "clock_slew_at_the_register_clock_pins_of_the_worst_setup_and_hold_paths_ns": 0.04,
  "total_die_size_um2": 6400,
  "layout_min_cycle_time_ns": 1.34,
  "placer_congestion": 0.766,
  "dr.pass1.iters": 4,
  "stdcell_area_um2": 330,
  "slew_violations": 0,
  "clkSinkCount": 4,
  "core.rowCount": 21,
  "most_common_cell": "dfrtp_1",
  "crit_path_cell_trace": "clkdlybuf4s50_1",
  "layoutNonFillerInstCount": 73,
  "slew-limit-headroom": 0.833,
  "total_power_mw": 0.287,
  "dp.cells": 69,
  "grt_max_degree": 5,
  "largest-register": "grant",
  "number_of_antenna_violations_at_the_first_check_in_global_routing": 1,
  "comb_area_um2": 53.8,
  "fmax_ghz": 0.744,
  "path_buffers": 1,
  "commonest_register_cell_after_synthesis": "dfrtp_1",
  "post_synthesis_cell_count": 14,
  "flop_area_um2": 100,
  "routed_wirelength_um": 505,
  "rsz0062_at_grt": "false",
  "cp_max_fo": 2,
  "leakage_power_nw": 0.122,
  "yosysTopAreaCellShare": 0.635,
  "worst_clock_skew_ns": 0,
  "io_pins": 14,
  "critPathSlowestCell": "clkdlybuf4s50_1",
  "root_buffer": "clkbuf_4",
  "warnings": 29,
  "hold_viol_final": 0,
  "filler_cell_count": 399,
  "synth_warnings": 18,
  "ir_drop_mv": 0.159,
  "top_cells_by_count": "dfrtp_1, nor2_1",
  "detail-route-antenna-nets": 0,
  "ys_cells": 14,
  "ys_seq_elements": 4,
  "holdCritPathClass": "in -> async",
  "post-route-period-util": 0.896,
  "setup_violations": 0,
  "cts_post_setup_buffers_inserted": 0,
  "enable_flop_cells": 0,
  "die.size.x_um": 80,
  "async_reset_ff_frac": 1.00,
  "fp.dieH_um": 80,
  "post_synth_cell_types": 9,
  "timing.max_cap.violations": 0,
  "overall_global_routing_usage": 0.0172,
  "worst_ep_required_time_ns": 1.20,
  "hold_buffers": 0,
  "clkLatencyLatePin_ns": 0.23,
  "maxUsedRoutingLayer": "met3",
  "detail_route.wirelength.met1_um": 231,
  "crit_path_max_incr_delay_ns": 0.47,
  "detail_route.wl_per_cell_um": 6.92,
  "timing_worst_setup_path_type": "reg -> out",
  "top_regs": "grant x4",
  "status": "completed",
  "worstMarginPinSlew_ns": 0.248,
  "synth.area.top_cells": "dfrtp_1, nor2_1, a31o_2, or3b_1, o21a_1",
  "via_count": 149,
  "syn_area_um2": 158,
  "setup_tns_ns": 0,
  "cts_made_buffers": 3,
  "place.detailed.hpwl_um": 405,
  "tritoncts": "yes",
  "setup.worst_path.end_class": "output pin",
  "htree_num_levels": 1,
  "grt_first_pass_wirelength_um": 807
}
[placed cells by master (no fill, tap or decap)]
cell type / synthesis / layout
a31o_2: 1 / 1
dfrtp_1: 4 / 4
nor2b_1: 1 / 1
clkbuf_4: 0 / 3
nor4_1: 1 / 1
clkdlybuf4s50_1: 0 / 9
or3b_1: 1 / 1
a21oi_1: 1 / 1
o21a_1: 1 / 1
nor2_1: 3 / 3
inv_1: 1 / 1
diode_2: 0 / 1
[worst register-to-register path, delay by kind of cell (launching register included)]
| family | cells | cell delay [ns] |
|---|---|---|
| compound gates | 1 | 0.16 |
| flops | 1 | 0.33 |
| simple gates | 1 | 0.34 |
[worst paths after layout]
| kind | startpoint | end | slack [ns] | cells after the start |
|---|---|---|---|---|
| max in group asynchronous | rstb | grant[3] | 1.04 | 1 |
| worst min register to register | grant[0] | grant[0] | 0.52 | 1 |
| min in group clk0 | grant[0] | grant[0] | 0.52 | 1 |
| worst max-delay path | grant[0] | grant3 | 0.16 | 1 |
| worst min-delay path | rstb | grant[0] | 0.28 | 1 |
| worst max register to register | grant[1] | grant[1] | 0.59 | 2 |
[cell families after synthesis]
family,Yosys count,share of synthesized area
compound gates,3,0.135
flops,4,0.635
buf+inv,1,0.0238
simple gates,6,0.206
[report_power, final]
| group | internal, mW | switching (mW) | total [mW] |
|---|---|---|---|
| Combinational | 0.0248 | 0.0121 | 0.0368 |
| Clock | 0.0895 | 0.0442 | 0.134 |
| Sequential | 0.114 | 0.00246 | 0.116 |
| Total | 0.228 | 0.0588 | 0.287 |
[layer usage]
metal  track usage  up-vias
met5             0        -
met4       0.00704        0
met3        0.0216        0
met2        0.0144       12
met1        0.0220       63
li1              -       74
[area by class of cell]
type | instances | share of cell area
clock buffers | 3 | 0.0682
repair buffers | 9 | 0.273
multi-input cells | 9 | 0.163
diodes | 1 | 0.00758
well taps | 46 | 0.174
inverters | 1 | 0.0114
flip-flops and latches | 4 | 0.303
[stage by stage]
stage | setup slack (ns) | util | hold slack [ns]
2_1_floorplan | 0.641 | - | 0.00441
3_3_place_gp | 0.118 | 0.0894 | 0.505
3_5_place_dp | 0.108 | 0.0894 | 0.520
4_1_cts | 0.140 | 0.0960 | 0.268
5_1_grt | 0.110 | 0.0967 | 0.277
6_report | 0.156 | 0.0967 | 0.281
Power figures rest on the tool's default switching activity, not on a simulated workload.
